==> design.v <==
module pb_rst(  
    input pb_in1,
    input clk,
    output reg pb_out,
    output rst_signal
);
assign pb_in = pb_in1;
localparam LIMIT = 200000000;  
reg [$clog2(LIMIT)+1:0] flag_counter;
wire Q2, Q3;
DD_FF d1(.clk(clk), .D(pb_out), .Q(Q2));
DD_FF d2(.clk(clk), .D(Q2), .Q(Q3));
assign Q3_bar = ~Q3;
assign rst_signal = Q2 & Q3_bar; 
initial begin
    pb_out = 0;
    flag_counter = 0;
end
always @(posedge clk) begin
    if (pb_in == 1) begin 
        flag_counter <= flag_counter + 1;
        if (flag_counter == LIMIT) begin 
        flag_counter <= 0;
        pb_out <= 1;
        end 
    end 
    else begin
        flag_counter <= 0;
        pb_out <= 0;
    end
end
endmodule 
`timescale 1s / 1ns
module DD_FF(
    input clk,
    input D,
    output reg Q,
    output reg Qbar
);
always @ (posedge clk)
begin 
Q <= D;
Qbar <= !Q;
end 
endmodule
==> run.sh <==
#!/bin/bash
# OpenROAD 26Q1-2900-gdf79404cd8, Yosys 0.63+post, stock flow scripts
make -C /OpenROAD-flow-scripts/flow DESIGN_CONFIG=/design/flow/config.mk WORK_HOME=/design/flow/orfs finish
==> config.mk <==
export PLATFORM = sky130hd
export DESIGN_NAME = pb_rst
export DESIGN_NICKNAME = pb_rst
export VERILOG_FILES = /design/flow/design.v
export SDC_FILE = /design/flow/constraint.sdc
export NUM_CORES = 4
export LEC_CHECK = 1
export CORE_UTILIZATION = 30
==> constraint.sdc <==
current_design pb_rst

set clk_period 4.3
set clk_io_pct 0.2

create_clock -name clk0 -period $clk_period [get_ports {clk}]

set non_clock_inputs [all_inputs -no_clocks]
set_input_delay [expr $clk_period * $clk_io_pct] -clock clk0 $non_clock_inputs
set_output_delay [expr $clk_period * $clk_io_pct] -clock clk0 [all_outputs]
==> reports/metrics.yaml <==
grt:
  grt_pass1_vias: 1089
  antenna_found_initial: 0
  overflow: 0
  grt_pass1_wl_um: 5100
  grt_max_degree: 28
  track_usage: 0.122
sta:
  rsz0062_at_grt: "no"
  hold_violations: 0
  worstMarginPinSlew_ns: 0.668
  tns_ns: 0
  maxSlewViolCount: 0
  setup_violations: 0
  fmax_mhz: 490
  setup_ws_ns: 2.26
  fin_hold_ws_ns: 0.350
  fin_crit_ns: 2.04
  maxSlewHeadroom: 0.554
  final.setup_skew_ns: 0.00720
  post-route-period-util: 0.474
logic_synthesis:
  synth_flops: 33
  yosys_warnings: 4
  synth_seq_share: 0.422
  async_flop_share: 0
  synthTopCellsByCount: "36 x nor2_1, 33 x dfxtp_1, 21 x xnor2_1"
  ys.flop_type: "dfxtp_1"
  ys_chip_area_um2: 1570
  top_area_cell: "dfxtp_1"
  ys_cells: 178
  syn_inst: 178
  area_leaders: "dfxtp_1 42%, xnor2_1 12%, nor2_1 8.6%, nand3_1 3.2%, nand4_1 2.8%"
  avgSynthCellArea_um2: 8.79
  yosysMostFrequentCell: "nor2_1"
  top_cell_area_share: 0.422
  synth_area_um2: 1570
  synth_cell_types: 32
  synth-edff-count: 0
clock_network:
  clock-root-buffer: "clkbuf_8"
  cts_hold_buf: 0
  clkLatencyLatePin_ns: 0.28
  cts_resized: 0
  cts_buffers: 5
  cts.sinks: 33
  postCtsSetupRepairBufs: 0
  cts_tree: "yes"
  htree_levels: 2
  ctsLongestPathBuffers: 2
  path_clk_slew_ns: 0.07
status:
  status: "finished clean"
min_path:
  hold_class: "flop to flop"
  min_delay_path_depth: 0
flow_run:
  tool_warnings: 26
  max_cap_viol_count: 0
die:
  die_h_um: 74.2
  ioPinCount: 4
  fp.dieArea_um2: 5510
  fp_util: 0.321
  row_count: 25
  coreArea_um2: 4880
  die_x_um: 74.2
power_and_ir_drop:
  total_leakage_power_uw: 0.000546
  p_per_area_nw_per_um2: 334
  peakVddDrop_v: 0.000102
routing:
  routed_wl_um: 2860
  drt_pass1_iterations: 4
  vias: 1148
  via_per_inst: 4.57
  postRouteAntennaNets: 0
  diodes: 0
  drt_iter0_drc: 33
  wl_per_cell_um: 11.4
  drc: 0
place:
  preCtsSetupSlack_ns: 2.32
  dpl.hpwl_um: 1950
  dpl.cell_count: 243
  portBuffers: 3
  place_congestion: 0.873
critical_path:
  worst_setup_path_start_kind: "flop"
  critPathArrivalTime_ns: 1.18
  worstPathRequired_ns: 3.44
  cp-end-kind: "primary output"
  path_max_fanout: 2
  path_class: "flop to primary output"
  reg2reg_depth: 6
final_layout:
  drive_gt1_frac: 0.0870
  area_growth_pct: 11.1
  layout.cells.non_filler: 251
## final timing paths
kind | startpoint | end | slack, ns
worst max register to register | flag_counter[0]$_SDFF_PP0_ | flag_counter[24]$_SDFF_PP0_ | 2.35
worst max-delay path | d1.Q$_DFF_P_ | rst_signal | 2.26
worst min register to register | d1.Q$_DFF_P_ | d2.Q$_DFF_P_ | 0.35
worst min-delay path | d1.Q$_DFF_P_ | d2.Q$_DFF_P_ | 0.35
## metrics by stage
| step | util | instance area, um2 | total power, uW |
|---|---|---|---|
| after CTS | 0.356 | 1740 | 590 |
| after floorplan | - | 1570 | 332 |
| after global placement | 0.336 | 1640 | 335 |
| after detailed placement | 0.336 | 1640 | 335 |
| after global routing | 0.356 | 1740 | 607 |
| final | 0.356 | 1740 | 582 |
## report_power, final
part           switching (uW)  total, uW  internal [uW]
sequential               3.83        313            309
combinational            8.76       15.3           6.50
clock                     109        254            145
total                     122        582            460
## metal layers
layer	track usage	wire length, um	up-vias
li1	-	-	611
met1	0.188	1540	519
met2	0.182	1180	13
met4	0.0210	53	0
met3	0.0275	90	5
met5	0	0	-
## cell usage in the layout (no fill, tap or decap), types with 3 or more instances in the layout
| cell type | n |
|---|---|
| and3_1 | 4 |
| clkbuf_8 | 7 |
| clkdlybuf4s50_1 | 3 |
| dfxtp_1 | 33 |
| inv_1 | 7 |
| nand2_1 | 11 |
| nand3_1 | 10 |
| nand4_1 | 7 |
| nor2_1 | 36 |
| nor3_1 | 6 |
| nor4_1 | 7 |
| o21a_1 | 3 |
| xnor2_1 | 21 |
| xor2_1 | 4 |
## final cells by class
class                   count  area, um2
flip-flops and latches     33        661
clock buffers               7       96.3
repair buffers              4       37.5
well taps                  67       83.8
clock inverters             1       5.00
fillers                   513       3140
multi-input cells         132        830
inverters                   7       26.3
## kinds of logic after synthesis
logic type / Yosys count / share of synthesized area
AND/OR/NAND/NOR: 98 / 0.342
AND-OR/OR-AND: 7 / 0.0320
adder cells (fa/ha/maj): 2 / 0.0160
XOR/XNOR: 25 / 0.140
flip-flops: 33 / 0.422
buffers and inverters: 13 / 0.0480
## registers in the layout, summed over array words and instances, names as in the netlist
signal	flops
flag_counter	30
d1.Q	1
d2.Q	1
pb_out	1
## worst max-delay path: stages (launching register included)
cell	delay [ns]
dfxtp_1	0.32
nor2b_1	0.12
clkdlybuf4s50_1	0.46
Power and IR drop assume default switching activity.
